==> /design/flow/design.v <==
`timescale 1ns / 1ps
module U_SSEG(
    input [13:0] cnt1,
    input [6:0] cnt2,
    input valid,
    input dp_en,
    input [1:0] dp_sel,
    input [1:0] mod_sel,
    input sign,
    input clk,
    output reg [7:0] ssegs,
    output reg [3:0] disp_en
    ); 
    wire [3:0] c1_d3;   
    wire [3:0] c1_d2; 
    wire [3:0] c1_d1; 
    wire [3:0] c1_d0; 
    wire [3:0] c2_d1;    
    wire [3:0] c2_d0; 
    reg [3:0] A_1000_digit;  
    reg [3:0] B_100_digit; 
    reg [3:0] C_10_digit; 
    reg [3:0] D_1_digit; 
    reg [3:0] final_BCD; 
    reg [1:0] m_cnt;         
    reg [7:0] seg_val;       
    cnt_convert_14b CC_14(cnt1, mod_sel, c1_d3, c1_d2, c1_d1, c1_d0); 
    cnt_convert_7b CC_7(cnt2, c2_d1, c2_d0); 
    clk_divder CLK_DIV (clk,sclk); 
    always @ (sign,mod_sel,c1_d1,c1_d3)
    begin
       case ({sign,mod_sel})
          0: A_1000_digit = 'hF;
          1: A_1000_digit = c1_d1; 
          2: A_1000_digit = c1_d3;
          3: A_1000_digit = 0;
          4: A_1000_digit = 'hA;   
          5: A_1000_digit = c1_d1; 
          6: A_1000_digit = c1_d3;
          7: A_1000_digit = 0;
          default A_1000_digit = 'hA; 
       endcase 
    end 
    always @ (mod_sel,c1_d2,c1_d0)
    begin
       case (mod_sel)
          0: B_100_digit = c1_d2; 
          1: B_100_digit = c1_d0; 
          2: B_100_digit = c1_d2;
          3: B_100_digit = 0;
          default B_100_digit = 0; 
       endcase 
    end 
    always @ (mod_sel,c1_d1,c2_d1)
    begin
       case (mod_sel)
          0: C_10_digit = c1_d1; 
          1: C_10_digit = c2_d1; 
          2: C_10_digit = c1_d1;
          3: C_10_digit = 0;
          default C_10_digit = 0; 
       endcase 
    end 
    always @ (mod_sel,c1_d0,c2_d0)
    begin
       case (mod_sel)
          0: D_1_digit = c1_d0; 
          1: D_1_digit = c2_d0; 
          2: D_1_digit = c1_d0;
          3: D_1_digit = 0;
          default D_1_digit = 0; 
       endcase 
    end 
    always @ (m_cnt, A_1000_digit, B_100_digit, C_10_digit, D_1_digit)
    begin
       case (m_cnt)
          3: final_BCD = D_1_digit; 
          2: final_BCD = C_10_digit; 
          1: final_BCD = B_100_digit;
          0: final_BCD = A_1000_digit;
          default final_BCD = 0; 
       endcase 
    end 
    always @ (m_cnt)
    begin
       case (m_cnt)
          0: disp_en = 4'b1110;  
          1: disp_en = 4'b1101; 
          2: disp_en = 4'b1011;
          3: disp_en = 4'b0111;
          default disp_en = 0; 
       endcase 
    end 
    always @ (final_BCD)
    begin
       case (final_BCD)
          0: seg_val  = 'h03;   
          1: seg_val  = 'h9F;   
          2: seg_val  = 'h25;   
          3: seg_val  = 'h0D;
          4: seg_val  = 'h99;  
          5: seg_val  = 'h49;  
          6: seg_val  = 'h41;  
          7: seg_val  = 'h1F;  
          8: seg_val  = 'h01;  
          9: seg_val  = 'h09;  
          10: seg_val = 'hFD;    
          15: seg_val = 'hFF;    
          default seg_val = 0; 
       endcase 
    end 
    always @ (dp_sel, m_cnt, dp_en, seg_val, valid)
    begin
       if (valid == 0)      
          ssegs = 'hFD; 
       else 
          begin
          if (dp_sel == m_cnt)
             ssegs = {seg_val[7:1],~dp_en}; 
          else 
             ssegs = seg_val;
          end          
    end
    always @ (posedge sclk)
    begin 
       m_cnt <= m_cnt + 1'b1;
    end 
endmodule
module clk_divder(clockin, clockout); 
    input clockin; 
    output wire clockout; 
    parameter n = 13; 
    reg [n:0] count; 
    always@(posedge clockin) 
    begin 
        count <= count + 1; 
    end 
    assign clockout = count[n]; 
endmodule 
module cnt_convert_14b(
    input [13:0] cnt,
    input [1:0] sel,
    output reg [3:0] c1_d3,
    output reg [3:0] c1_d2,
    output reg [3:0] c1_d1,
    output reg [3:0] c1_d0
    );
    reg [13:0] cnt_new;       
    reg [13:0] cnt_new_w;     
    reg [3:0] d3;      
    reg [3:0] d2;      
    reg [3:0] d1;      
    reg [3:0] d0;      
    always @ (cnt,sel)
       case(sel)
          0: cnt_new = {6'b000000,cnt[7:0]};    
          1: cnt_new = {7'b00000000,cnt[6:0]};  
          2: cnt_new = cnt;                     
          3: cnt_new = cnt;                     
          default cnt_new = cnt; 
       endcase
    always @ (cnt_new)
    begin
       d3=0;  d2=0;  d1=0;  d0=0;     
       cnt_new_w = cnt_new;           
       if      (cnt_new_w > 8999) begin   d3=9;   cnt_new_w = cnt_new_w - 9000;  end
       else if (cnt_new_w > 7999) begin   d3=8;   cnt_new_w = cnt_new_w - 8000;  end 
       else if (cnt_new_w > 6999) begin   d3=7;   cnt_new_w = cnt_new_w - 7000;  end 
       else if (cnt_new_w > 5999) begin   d3=6;   cnt_new_w = cnt_new_w - 6000;  end 
       else if (cnt_new_w > 4999) begin   d3=5;   cnt_new_w = cnt_new_w - 5000;  end 
       else if (cnt_new_w > 3999) begin   d3=4;   cnt_new_w = cnt_new_w - 4000;  end 
       else if (cnt_new_w > 2999) begin   d3=3;   cnt_new_w = cnt_new_w - 3000;  end 
       else if (cnt_new_w > 1999) begin   d3=2;   cnt_new_w = cnt_new_w - 2000;  end 
       else if (cnt_new_w > 999)  begin   d3=1;   cnt_new_w = cnt_new_w - 1000;  end 
       else                       begin   d3=0;   end 
       if      (cnt_new_w > 899) begin   d2=9;   cnt_new_w = cnt_new_w - 900;  end
       else if (cnt_new_w > 799) begin   d2=8;   cnt_new_w = cnt_new_w - 800;  end 
       else if (cnt_new_w > 699) begin   d2=7;   cnt_new_w = cnt_new_w - 700;  end 
       else if (cnt_new_w > 599) begin   d2=6;   cnt_new_w = cnt_new_w - 600;  end 
       else if (cnt_new_w > 499) begin   d2=5;   cnt_new_w = cnt_new_w - 500;  end 
       else if (cnt_new_w > 399) begin   d2=4;   cnt_new_w = cnt_new_w - 400;  end 
       else if (cnt_new_w > 299) begin   d2=3;   cnt_new_w = cnt_new_w - 300;  end 
       else if (cnt_new_w > 199) begin   d2=2;   cnt_new_w = cnt_new_w - 200;  end 
       else if (cnt_new_w > 99)  begin   d2=1;   cnt_new_w = cnt_new_w - 100;  end 
       else                      begin   d2=0;   end 
       if      (cnt_new_w > 89) begin   d1=9;   cnt_new_w = cnt_new_w - 90;  end
       else if (cnt_new_w > 79) begin   d1=8;   cnt_new_w = cnt_new_w - 80;  end 
       else if (cnt_new_w > 69) begin   d1=7;   cnt_new_w = cnt_new_w - 70;  end 
       else if (cnt_new_w > 59) begin   d1=6;   cnt_new_w = cnt_new_w - 60;  end 
       else if (cnt_new_w > 49) begin   d1=5;   cnt_new_w = cnt_new_w - 50;  end 
       else if (cnt_new_w > 39) begin   d1=4;   cnt_new_w = cnt_new_w - 40;  end 
       else if (cnt_new_w > 29) begin   d1=3;   cnt_new_w = cnt_new_w - 30;  end 
       else if (cnt_new_w > 19) begin   d1=2;   cnt_new_w = cnt_new_w - 20;  end 
       else if (cnt_new_w > 9)  begin   d1=1;   cnt_new_w = cnt_new_w - 10;  end 
       else                     begin   d1=0;   end 
       d0 = cnt_new_w[3:0]; 
    end
    always @ (cnt_new, d3,d2,d1,d0)
    begin
       if (cnt_new < 1000)  
          c1_d3 = 'hF; 
       else 
          c1_d3 = d3; 
       if (cnt_new < 100)   
          c1_d2 = 'hF; 
       else 
          c1_d2 = d2; 
       if (cnt_new < 10)   
          c1_d1 = 'hF; 
       else 
          c1_d1 = d1;
       c1_d0 = d0;         
    end 
endmodule
module cnt_convert_7b(
    input [6:0] cnt,
    output reg [3:0] c2_d1,
    output reg [3:0] c2_d0
    );
    reg [7:0] cnt_new;       
    reg [7:0] cnt_new_w;     
    reg [3:0] d1;      
    reg [3:0] d0;      
    always @ (cnt_new)
    begin
       d1=0;  d0=0; 
       cnt_new_w = cnt; 
       if      (cnt_new_w > 89) begin   d1=9;   cnt_new_w = cnt_new_w - 90;  end
       else if (cnt_new_w > 79) begin   d1=8;   cnt_new_w = cnt_new_w - 80;  end 
       else if (cnt_new_w > 69) begin   d1=7;   cnt_new_w = cnt_new_w - 70;  end 
       else if (cnt_new_w > 59) begin   d1=6;   cnt_new_w = cnt_new_w - 60;  end 
       else if (cnt_new_w > 49) begin   d1=5;   cnt_new_w = cnt_new_w - 50;  end 
       else if (cnt_new_w > 39) begin   d1=4;   cnt_new_w = cnt_new_w - 40;  end 
       else if (cnt_new_w > 29) begin   d1=3;   cnt_new_w = cnt_new_w - 30;  end 
       else if (cnt_new_w > 19) begin   d1=2;   cnt_new_w = cnt_new_w - 20;  end 
       else if (cnt_new_w > 9)  begin   d1=1;   cnt_new_w = cnt_new_w - 10;  end 
       else                     begin   d1=0;   end 
       d0 = cnt_new_w[3:0]; 
    end
    always @ (cnt, d1, d0)
    begin
       if (cnt < 10)   
          c2_d1 = 'hF; 
       else 
          c2_d1 = d1;
       c2_d0 = d0;        
    end 
endmodule
==> /design/flow/run.sh <==
#!/bin/bash
# OpenROAD 26Q1-2900-gdf79404cd8, Yosys 0.63+post, stock flow scripts
make -C /OpenROAD-flow-scripts/flow DESIGN_CONFIG=/design/flow/config.mk WORK_HOME=/design/flow/orfs finish
==> /design/flow/config.mk <==
export PLATFORM = sky130hd
export DESIGN_NAME = U_SSEG
export DESIGN_NICKNAME = U_SSEG
export VERILOG_FILES = /design/flow/design.v
export SDC_FILE = /design/flow/constraint.sdc
export NUM_CORES = 4
export LEC_CHECK = 1
export CORE_UTILIZATION = 40
==> /design/flow/constraint.sdc <==
current_design U_SSEG

set clk_period 24.7
set clk_io_pct 0.2

create_clock -name clk0 -period $clk_period [get_ports {clk}]

set non_clock_inputs [all_inputs -no_clocks]
set_input_delay [expr $clk_period * $clk_io_pct] -clock clk0 $non_clock_inputs
set_output_delay [expr $clk_period * $clk_io_pct] -clock clk0 [all_outputs]
==> qor.yml <==
status: "complete, no violations"
ys_ff: 16
ys_cells: 1012
vias: 8292
drt-pass1-iter-count: 5
wl_per_cell_um: 20.3
grt.total_usage: 0.286
core_mm2: 0.0168
critical_path_class: "in2out"
die_w_um: 134
grt_overflow: 0
path_max_fanout: 17
drt_iter0_drc: 828
grt_pass1_wl_mm: 40.8
crit_cells: 35
post-cts-setup-buffer-count: 0
clkTransAtPathRegs_ns: 0.04
synth.distinct_cells: 104
fin_skew_ns: 0.00151
slew_headroom: 0.456
cts-hold-fix-buffers: 0
fp_util: 0.414
ios: 41
warning_count: 71
synth-area-yosys_mm2: 0.00694
htreeDepth: 1
cap_viol_max_count: 0
worst_pin_slew_ns: 0.810
p_int_mw: 0.132
grt_max_degree: 29
cp-end-kind: "primary output"
edf_count: 0
ff_type: "dfxtp_1"
holdPathStages: 1
die_y_um: 134
power_mw: 0.304
place_ws_ns: 4.91
common_cells: "111 x nand2_1, 79 x a21oi_1, 65 x nor2_1, 62 x o21ai_0, 61 x ha_1"
required_ns: 19.76
p_leak_nw: 2.72
grt_pass1_vias: 7496
cts-root-buf: "clkbuf_16"
yosysSeqAreaShare: 0.0462
wl_mm: 24.9
top_cell_area_share: 0.110
setup_slack_ns: 4.65
cts_buffers: 3
clkPwrFrac: 0.094
power.share.sequential: 0.075
switching_share: 0.566
n_fill_cell: 1753
rows: 47
unclocked_pins: 2
antenna_found_initial: 0
netlist_area_mm2: 0.00694
drive_above_1_share: 0.0781
setup_viol: 0
n_antenna_cell: 0
rsz0062_at_grt: "no"
drc_errors: 0
fin_crit_ns: 20.05
vdd_drop_max_uv: 43.7
finalClockPeriodUsage: 0.812
hp-class: "reg2reg"
critPathMaxStageDelay_ns: 0.66
clock.fmax_mhz: 49.9
topCellsByArea: "ha_1 11%, nand2_1 6.0%, a21oi_1 5.7%"
arrival_ns: 15.11
postSynthCellCount: 1012
vias_per_cell: 6.74
die_area_mm2: 0.0179
avgSynthCellArea_um2: 6.85
p_per_area_mw_per_mm2: 40.5
tns_ns: 0
cts_tree: "done"
gp_congestion: 1.07
placed_cell_area_mm2: 0.00744
syn2layout_area_growth_pct: 8.28
reg2reg_depth: 6
crit_top_cell: "and3_1"
io_buffers: 40
cts_resized: 0
untimed_endpoints: 6
final_cells: 1231
worst-path-buf-inv: 6
postLayoutCellArea_mm2: 0.00751
startpoint_type: "input port"
final_hold_viol_count: 0
clock_latency_ns: 0.23
ant_nets: 0
ys_warn_count: 5
dp_cells: 1228
crit_family: "AND-OR/OR-AND gates"
power.net_switching_mw: 0.172
dp_hpwl_mm: 19.2
top_area_cell: "ha_1"
combPwrFrac: 0.831
cts_buffer_depth: 2
slew_violations: 0
crit_path_top_delay_cell: "clkdlybuf4s50_1"
most_common_cell: "nand2_1"
synth_async_sr_flop_share: 0
cells by family after synthesis:
group                      count (synthesis)  synth area share
AOI/OAI and AO/OA                        397             0.421
and+or+nand+nor                          384             0.290
buffers and inverters                    103            0.0649
adders and majority gates                 61             0.110
xor gates and xnor gates                  34            0.0429
muxes                                     17            0.0256
DFF                                       16            0.0462
area by class of cell:
type	count	area, um^2	share of cell area
Clock buffer	3	75.1	0.0100
Inverter	45	169	0.0225
Multi-Input combinational cell	893	6170	0.821
Sequential cell	16	320	0.0426
Tap cell	220	275	0.0366
Timing Repair Buffer	54	505	0.0673
final timing paths:
kind	startpoint	end	slack, ns
min reg2reg	CLK_DIV.count[0]	CLK_DIV.count[0]	0.41
max reg2reg	CLK_DIV.count[2]	CLK_DIV.count[13]	23.27
max	mod_sel[0]	ssegs[0]	4.65
min	CLK_DIV.count[0]	CLK_DIV.count[0]	0.41
per-layer routing:
layer  share of wire  global-route usage  routed length, um
met1            0.45               0.434              11300
met2            0.41               0.410              10200
met3            0.10              0.0470               2510
met4           0.036              0.0871                904
met5               0                   0                  0
through the flow:
step           hold slack, ns  utilization
6_report                0.406        0.448
5_1_grt                 0.438        0.448
4_1_cts                 0.411        0.448
3_5_place_dp            0.401        0.444
3_3_place_gp            0.398        0.444
2_1_floorplan           0.383            -
flip-flops by register name, indices dropped and copies added (netlist names):
name           count
CLK_DIV.count     14
m_cnt              2
power by group through the flow:
| stage | clock network [mW] | registers (mW) | logic (mW) |
|---|---|---|---|
| after CTS | 0.0296 | 0.0227 | 0.246 |
| after global routing | 0.0306 | 0.0226 | 0.276 |
| final | 0.0287 | 0.0227 | 0.253 |
cells in the final DEF, fill, tap and decap left out, types with 10 or more instances in the layout:
master,n
nor4_1,10
o31ai_1,10
xnor2_1,28
nor3_1,33
nand2b_1,11
a21oi_1,79
a211oi_1,21
a211o_1,11
buf_4,14
dfxtp_1,16
o211ai_1,19
clkdlybuf4s50_1,40
nor2_1,65
nor2b_1,11
ha_1,61
inv_1,41
mux2i_1,11
and3_1,16
o21ai_0,62
or3_1,11
nand4_1,16
nand2_1,111
a31oi_1,24
nand3_1,44
a21o_1,19
Power figures rest on the tool's default switching activity, not on a simulated workload.
