==> ./design.v <==
`timescale 1ns / 1ps
module FSM(
    input CLK,
    input X,
    input Y, 
    output logic Z
    );
    typedef enum {A, B, C, D, E, F, G, H, FIN}STATES;
    STATES PS, NS;
    always_ff@(posedge CLK) begin
        PS <= NS;
    end
    always_comb begin
        Z = 0;
        case(PS)
            A:begin
            Z = 0;
            if (X == Y) NS = B;
            else NS = A;
            end
            B:begin
            Z = 0;
            if (X == Y) NS = C;
            else NS = A;
            end
            C:begin
            Z = 0;
            if (X == Y) NS = D;
            else NS = A;
            end
            D:begin
            Z = 0;
            if (X == Y) NS = E;
            else NS = A;
            end
            E:begin
            Z = 0;
            if (X == Y) NS = F;
            else NS = A;
            end
            F:begin
            Z = 0;
                if (X == Y) NS = G;
            else NS = B;
            end    
            G:begin
            Z = 0;
            if (X == Y) NS = H;
            else NS = B;
            end    
            H:begin
            Z = 0;
            if (X == Y) NS = FIN;
            else NS = B;
            end
            FIN:begin
            Z = 1;
            #1000
            NS = A;
            end
            default NS = A;
    endcase      
    end 
endmodule
==> ./run.sh <==
#!/bin/bash
# OpenROAD 26Q1-2900-gdf79404cd8, Yosys 0.63+post, stock flow scripts
make -C /OpenROAD-flow-scripts/flow DESIGN_CONFIG=/design/flow/config.mk WORK_HOME=/design/flow/orfs finish
==> ./config.mk <==
export PLATFORM = sky130hd
export DESIGN_NAME = FSM
export DESIGN_NICKNAME = FSM
export VERILOG_FILES = /design/flow/design.v
export SDC_FILE = /design/flow/constraint.sdc
export NUM_CORES = 4
export LEC_CHECK = 1
export CORE_AREA = 10 10 70 70
export DIE_AREA = 0 0 80 80
==> ./constraint.sdc <==
current_design FSM

set clk_period 1.7
set clk_io_pct 0.2

create_clock -name clk0 -period $clk_period [get_ports {CLK}]

set non_clock_inputs [all_inputs -no_clocks]
set_input_delay [expr $clk_period * $clk_io_pct] -clock clk0 $non_clock_inputs
set_output_delay [expr $clk_period * $clk_io_pct] -clock clk0 [all_outputs]
==> reports/results.ini <==
[clock_tree]
numClockSinks = 4
root_buffer = clkbuf_4
clockBufferDepth = 2
numCtsBuffers = 3
htreeDepth = 1
postCtsSetupRepairBufs = 0
ctsHoldBuffers = 0
cts_tree = yes
clkTransAtPathRegs_ps = 40
clk_latency_ps = 240

[finish]
register_area_um2 = 80.1
design_area_um2 = 280
drive_above_1_share_pct = 22.7
top_regs = PS: 4 flops
final_cell_mix = dfxtp_1 (4), nor3_1 (3), clkbuf_4 (3)
fill_cells = 412
utilization_pct = 8.21
lay_top_count = dfxtp_1
comb_area_um2 = 91.3
largest_reg_flops = 4
synthToLayoutAreaGrowth_pct = 69.7
regMostFlops = PS

[final_timing]
min_period_ps = 1420
setup_violations = 0
grt_setup_unrepaired = no
timing.hold.ws_ps = 501
maxSlewViolCount = 0
max_slew.worst_pin.slew_ps = 233
fin_skew_ps = 4.41
finalHoldViolations = 0
finalSetupTns_ps = 0
max_freq_mhz = 705
slew-limit-headroom_pct = 84.4
finalClockPeriodUsage_pct = 83.5

[global_route]
grt_pass1_wl_um = 531
track_usage_pct = 1.07
grt_max_degree = 7
grt_overflow = 0
antenna_found_initial = 0
grt_pass1_vias = 149

[yosys]
syn_area_per_cell_um2 = 10.3
synth_seq_share_pct = 48.5
synth_flops = 4
synth_area_um2 = 165
ys_cells = 16
netlist_instances = 16
synth.distinct_cells = 11
yosysChipArea_um2 = 165
yosysWarnings = 1

[worst_setup_path]
endpoint_kind = output port
path_class = reg2out
startpoint_type = register
critPathMaxFanout = 4
critical_path_required_ps = 1360
arrival_ps = 1080

[flow_run]
cap_viol_max_count = 0
warnings = 25

[route]
drc = 0
viasPerCell = 2.04
dr_total_vias = 139
diodes = 0
dr.pass1.iters = 1
wl_per_cell_um = 4.94
postRouteAntennaNets = 0
finalWirelength_um = 336
drt_iter0_drc = 0

[die]
die_w_um = 80
coreArea_mm2 = 0.00342
ios = 4
fp.dieH_um = 80
std_cell_rows = 21
die-area_mm2 = 0.00640
fp_util_pct = 4.84

[placement]
io_buffers = 3
dpl_cell_area_um2 = 253
place.gp.congestion = 0.566

[hold_path]
hp-class = reg2reg

[pwr]
power.leakage_nw = 0.0853
irDropWorstVdd_mv = 0.537
p_per_area_mw_per_mm2 = 1040

[outcome]
outcome = complete, no violations

-- stage by stage --
stage	cells	worst slack (ps)	total power, W
after global routing	68	197	0.000305
after floorplan	16	816	0.000158
after global placement	65	83.9	0.000169
final	68	281	0.000290
after CTS	68	244	0.000294
after detailed placement	65	132	0.000172
-- worst paths after layout --
check                           depth (start not counted)  startpoint  slack (ps)    end
worst max register to register                          3       PS[0]         800  PS[2]
worst max-delay path                                    2       PS[2]         280      Z
worst min register to register                          1       PS[3]         500  PS[0]
worst min-delay path                                    1       PS[3]         500  PS[0]
-- Yosys cell counts (all sizes together) --
| library cell | number | area [µm²] |
|---|---|---|
| or2 | 1 | 6.26 |
| nor4b | 1 | 8.76 |
| nand3 | 1 | 5.00 |
| a21oi | 1 | 5.00 |
| nor3 | 3 | 15.0 |
| dfxtp | 4 | 80.1 |
| o211ai | 1 | 7.51 |
| nand2 | 1 | 3.75 |
| xor2 | 2 | 25.0 |
| xnor2 | 1 | 8.76 |
-- routing by layer --
metal / wire (µm) / track usage (%) / vias up / part of all wire [%]
li1: - / - / 73 / -
met1: 148 / 0.936 / 60 / 44
met2: 133 / 1.52 / 6 / 40
met3: 54 / 1.36 / 0 / 16
met4: 0 / 0.176 / 0 / 0
met5: 0 / 0 / - / 0
-- report_power, final --
group	leakage [nW]	internal [W]	switching, W
clock network	0.0138	0.0000788	0.0000370
registers	0.0329	0.000111	0.0000244
logic	0.0387	0.0000233	0.0000162
total	0.0853	0.000213	0.0000775
-- cell families after synthesis --
group,synth area share [%]
compound gates,7.57
simple gates,23.5
flops,48.5
xor+xnor,20.5
-- critical path, cell delays in order (launching register included) --
cell           delay, ps
dfxtp_1              340
nor4b_2              270
dlygate4sd2_1        240
-- cell type report --
cell class / instances / share of cell area, %
sequential: 4 / 28.6
tap: 46 / 20.5
timing repair buffer: 3 / 10.3
clock buffer: 3 / 8.04
multi-input combinational: 12 / 32.6
-- repair_timing --
action | CTS | global route
setup endpoints to repair | 1 | 0
resized | 2 | 0
hold endpoints to repair | 0 | 0
Power figures rest on the tool's default switching activity, not on a simulated workload.
