<file path="design/flow/design.v">
`timescale 1ns / 1ps
module SEQ_STORAGE(
    input BTN,
    input [7:0] LEDS,
    input CLK,
    output logic [7:0] SEQ = 0  
    );
    always_ff @(posedge CLK) begin  
        if(BTN)
            SEQ <= LEDS;  
        else SEQ <= 8'b0;  
    end   
endmodule
</file>
<file path="design/flow/config.mk">
export PLATFORM = sky130hd
export DESIGN_NAME = SEQ_STORAGE
export DESIGN_NICKNAME = SEQ_STORAGE
export VERILOG_FILES = /design/flow/design.v
export SDC_FILE = /design/flow/constraint.sdc
export NUM_CORES = 4
export LEC_CHECK = 1
export CORE_AREA = 10 10 70 70
export DIE_AREA = 0 0 80 80
</file>
<file path="design/flow/run.sh">
#!/bin/bash
# OpenROAD 26Q1-2900-gdf79404cd8, Yosys 0.63+post, stock flow scripts
make -C /OpenROAD-flow-scripts/flow DESIGN_CONFIG=/design/flow/config.mk WORK_HOME=/design/flow/orfs finish
</file>
<file path="design/flow/constraint.sdc">
current_design SEQ_STORAGE

set clk_period 1.0
set clk_io_pct 0.2

create_clock -name clk0 -period $clk_period [get_ports {CLK}]

set non_clock_inputs [all_inputs -no_clocks]
set_input_delay [expr $clk_period * $clk_io_pct] -clock clk0 $non_clock_inputs
set_output_delay [expr $clk_period * $clk_io_pct] -clock clk0 [all_outputs]
</file>
==> run notes <==
impl run done, here's what came out: Syn Area/Cell=13.14 µm², Post-synth EDFFs=0, total power=631.7 µW, max reg flops=8, switching share of power=0.1630, Detailed Route WL=660 µm, fmax=1037 MHz, clk sinks=8, fin crit share=0.9648, Int Pwr=528.7 µW, Die Wd=80 µm, RSZ-0062 raised after global routing=false, clk buf depth=2, Critical Path Fanout Max=1, CP max stage delay=0.29 ns, worst vdd ir=0.2371 mV, crit path kind=flop to output port, Area Overhead vs Synth=117.9%, Worst Max-Slew Pin Slew=0.1855 ns, Synth area leaders=dfxtp_1, and2_1, die height=80 µm, largest net degree at the start of global routing=9, first-pass GRT wire length=931 µm, PnR worst setup slack=0.03523 ns, xor/xnor cell area share of the yosys netlist=0, CTS clk-pin slew, worst paths=0.05 ns, chip area=0.006400 mm², Synth area leader=dfxtp_1, FP Util=0.06154, post-DR vias/cell=2.049, met2 WL=431 µm, DRC=0, cells after synthesis=16, Mapped Area=210.2 µm², placed inst area=437.9 µm², top layer in use=met4, pre-CTS WS=-0.03080 ns, Setup violations, final=0, Max H-tree Level=1, global-route usage over all layers=0.01930, Top reg by flops=SEQ, Setup crit end=SEQ[0], total congestion overflow=0, Gate power share=0.107, CP Depth=1, arrival time worst endpoint=0.76 ns, endpoints failing hold=0, FP Rows=21, Top Ports=18, post-route cell area=457.9 µm², Leak Pwr=0.0001828 µW, vias in the first global route=178, critical path startpoint category=flop, WL/cell=8.049 µm, distinct lib cells=2, chip area in the Yosys report=210.2 µm², clock period minus worst slack=0.9648 ns, Reg power frac=0.541, Synth top area share=0.7619, Post-synth seq share=0.7619, quantity of I/O buffers inserted on ports=17, mux share=0, CTS Root Cell=clkbuf_4, fin util=0.1341, Ys Warns=1, Pwr Density=1379 mW/mm², min-delay worst type=primary input to flop, routability-driven placement congestion ratio=0.6897, max-cap check violation count=0, share of post-route cells with drive strength above 1=0.1389, Commonest cells post-synth=and2_1, dfxtp_1, antenna violations before repair=0, Post-synth top flop=dfxtp_1, Slew headroom=0.8760, CP max stage cell=dfxtp_1, Top non-seq family=simple AND/OR/NAND/NOR gates, Clk pwr share=0.352, met3 wire len=20 µm, kind of cell adding the most delay to the critical path=flip-flops, Compound Share, Synth=0, CTS tree=done, post-route ant nets=0, status=completed, CP cell instances=dlygate4sd2_1, Iter 0 DRT Violations=0, Crit path required time=0.80 ns, CTS buffer count=3, Final Max Tran Viols=0, Worst Setup End Kind=output port, drt first pass iters=1, sw power=103.0 µW, area of the core=0.003416 mm², Ant. Diodes=0, Worst Setup SP=SEQ[0], Post-CTS Repair Setup Buffers=0, Largest regs=SEQ: 8 flops, tool warning count=25, async set-reset flop share out of synthesis=0, setup TNS=0 ns, yosys cell count=16, Seq cells post-synth=8, Worst Path Buf+Inv=1, DRT met1 WL=174 µm, routed via count=168, simple-gate area share of the yosys netlist=0.2381, Adder Share, Synth=0
-- routing by layer --
layer,vias up,GRT usage
li1,89,-
met1,72,0.01412
met2,5,0.04013
met3,2,0.003409
met4,0,0.01585
met5,-,0
-- stage by stage --
step	hold slack, ns	std cells
after floorplan	0.3217	16
after global placement	0.7741	79
after detailed placement	0.7795	79
after CTS	0.5150	82
after global routing	0.5152	82
final	0.5227	82
-- power groups by stage --
stage,clock (µW),combinational (µW),sequential [µW]
4_1_cts,236,67.8,341
5_1_grt,251,73.7,343
6_report,223,67.4,342
-- timing repair --
action                     4_1_cts  5_1_grt
hold buffers                     0        0
gates cloned                     0        0
resized                          8        6
pin swaps                        0        0
setup endpoints to repair        8        4
-- cells by family (layout without fill, tap and decap cells) --
group / after synthesis / in the layout
and+or+nand+nor: 8 / 8
DFF: 8 / 8
buffers and inverters: 0 / 20
-- layout make-up --
class | count | area [µm²]
clock buffer | 3 | 22.52
fill | 395 | 2958
multi-input combinational | 8 | 50.05
sequential | 8 | 162.7
tap | 46 | 57.56
timing repair buffer | 17 | 165.2
-- how the worst min path moves through the flow --
stage | depth (start not counted) | from | slack, ns | end
final | 2 | LEDS[6] | 0.52 | SEQ[6]
after CTS | 2 | LEDS[6] | 0.52 | SEQ[6]
after global routing | 2 | LEDS[6] | 0.52 | SEQ[6]
-- layout by cell type, fill, tap and decap left out --
cell,count
clkdlybuf4s50_1,9
and2_1,8
dfxtp_1,6
dlygate4sd2_1,4
clkdlybuf4s15_1,4
clkbuf_4,3
dfxtp_2,2
Power is estimated from default activity; no workload was simulated.
